### /design/flow/constraint.sdc
current_design mux3_PCsrc_32

set clk_period 3.9
set clk_io_pct 0.2

create_clock -name clk0 -period $clk_period

set non_clock_inputs [all_inputs -no_clocks]
set_input_delay [expr $clk_period * $clk_io_pct] -clock clk0 $non_clock_inputs
set_output_delay [expr $clk_period * $clk_io_pct] -clock clk0 [all_outputs]
### /design/flow/run.sh
#!/bin/bash
# OpenROAD 26Q1-2900-gdf79404cd8, Yosys 0.63+post, stock flow scripts
make -C /OpenROAD-flow-scripts/flow DESIGN_CONFIG=/design/flow/config.mk WORK_HOME=/design/flow/orfs finish
### /design/flow/design.v
`timescale 1ns / 1ps
module mux3_PCsrc_32(
    input   logic [31:0] d0, d1, d2,
    input   logic [1:0] s,
    output  logic [31:0] y
    );
    always_comb
        case(s)
        2'b00: y = d0;
        2'b01: y = d1;
        2'b10: y = d2;
        default: y = 32'bx;
        endcase
endmodule
### /design/flow/config.mk
export PLATFORM = sky130hd
export DESIGN_NAME = mux3_PCsrc_32
export DESIGN_NICKNAME = mux3_PCsrc_32
export VERILOG_FILES = /design/flow/design.v
export SDC_FILE = /design/flow/constraint.sdc
export NUM_CORES = 4
export LEC_CHECK = 1
export CORE_AREA = 10 10 78 78
export DIE_AREA = 0 0 88 88
==> summary.txt <==
HP Class - input port to output port
Drt wl/cell - 15.7 µm
Largest net degree at the start of global routing - 37
Via Count - 1,253
Post-CTS Setup Repair Bufs - 0
Largest delay share family, worst path - buffers and inverters
Via count of the first global-routing pass - 1,224
Worst path bufs/invs - 4
Tmin final - 3480 ps
Flip-flops - 0
DRT iter0 DRCs - 65
Register Area - 0 µm²
Yosys top cell by area - a22oi_1
Post-synthesis area per instance - 5.64 µm²
Worst Setup End Kind - output port
Max FO, Critical Path - 18
1st-pass router iterations - 4
Die height - 88 µm
Max-cap viol count - 0
Crit share post-route - 89.2%
Cell Type Count - 8
First-pass GRT wire length - 6.58 mm
Hold Buf Count CTS - 0
CP most frequent cell - clkdlybuf4s50_1
Post-Layout Inst Area - 1960 µm²
Cell area after synthesis - 637 µm²
Final hold vios - 0
# IOs - 130
Layout cells sized above 1 - 2.55%
Ys cells - 113
Status - finished, final reports clean
Largest cells by area - a22oi_1, o21ai_1, nand2_1
Cells after synthesis - 113
Critical setup path kind - input port to output port
Crit path DAT - 2700 ps
GRT overflow - 0
Yosys stat chip area - 637 µm²
Filler instances - 439
DRT antenna net count - 0
HPWL Detailed - 3.91 mm
Die area - 7740 µm²
PostCTS Resize Cnt - 0
VDD IR max - 58.1 µV
Setup WS pre-CTS - 384 ps
Synth Seq Share - 0%
Synth warnings - 1
Stage-log warning count - 33
Crit path launch type - input port
Die X - 88 µm
Setup-failing EPs final - 0
Area growth from synthesis to layout - 208%
Final setup TNS - 0 ps
Max frequency - 0.287 GHz
Slew Limit Fails - 0
Initial antenna violation count - 0
Core Region - 4410 µm²
Final setup margin - 421 ps
Number of port buffers - 130
Power per cell area - 124 nW/µm²
Crit. Startpoint - s[0]
DP Area - 1960 µm²
WL final - 4.50 mm
CP max stage cell - clkdlybuf4s50_1
Slew of the pin with the lowest slew margin - 367 ps
Total GRT Usage - 10.4%
Clock buffer count in the final layout - 0
GP Congestion - 0.786
Top-area cell share - 37.7%
Unrepaired setup endpoints after global routing - no
Worst slew margin - 75.5%
Critical Path RT - 3120 ps
Leakage - 0.720 nW
DRC viols - 0
CP cell instances - clkdlybuf4s50_1 > inv_1 > ha_2 > buf_4 > a22oi_1 > o21ai_0 > clkdlybuf4s50_1
Row cnt - 24
# diodes - 0
Crit path largest cell delay - 480 ps
FP Util - 14.4%
Min-delay src - d0[19]
Vias per inst - 4.37
## kinds of logic (layout without fill, tap and decap cells)
group           count (synthesis)  count (layout)  share of synthesized area [%]
compound gates                 64              64                           62.9
fa+ha+maj                       2               2                           3.93
buf+inv                        15             137                           14.3
simple gates                   32              32                           18.9
## Yosys cell counts (all sizes together)
| cell type | count |
|---|---|
| inv | 2 |
| buf | 13 |
| nand2 | 32 |
| o21ai | 32 |
| ha | 2 |
| a22oi | 32 |
## metal layers
layer | global-route usage [%] | vias to the layer above | routed length [µm]
li1 | - | 665 | -
met1 | 12.2 | 512 | 1750
met2 | 17.7 | 74 | 2090
met3 | 4.68 | 2 | 627
met4 | 0.725 | 0 | 33
met5 | 0 | - | 0
## through the flow
stage	hold WS (ps)	instances	total power [W]	utilization, %
finish	2460	287	0.000242	44.4
global route	2500	287	0.000265	44.4
CTS	2470	287	0.000247	44.4
detailed placement	2470	287	0.000245	44.4
global placement	2470	287	0.000246	44.4
floorplan	1620	113	0.0000647	-
## final timing paths
kind	depth (start not counted)	slack (ps)	end
setup / recovery	7	420	y[29]
hold / removal	4	2460	y[19]
## final cells by class
cell class                 instances  area, µm²  share of cell area, %
timing repair buffer             135       1340                   68.3
multi-input combinational         98        548                   28.0
tap                               52       65.1                   3.32
inverter                           2       7.51                  0.383
## layout by cell type, fill, tap and decap left out
cell             netlist  layout
ha_2                   0       1
buf_4                  0       5
o21ai_1               30      30
clkdlybuf4s50_1        0     130
nand2_1               32      32
ha_1                   2       1
o21ai_0                2       2
inv_1                  2       2
a22oi_1               32      32
## power breakdown
part | switching, W | internal, W
registers | 0 | 0
logic | 0.0000683 | 0.000174
clock network | 0 | 0
total | 0.0000683 | 0.000174
Power and IR drop assume default switching activity.
