$ cat flow/design.v
`timescale 1ns / 1ps
module PWM #(parameter N=8)
    (
    input   logic pwmClk,
    input   logic [N-1:0] duty,
    output  logic pwmOut
    );
    logic [N-1:0] cnt = 0;
    always_ff @(posedge pwmClk)
    begin
        cnt <= cnt + 1;
        pwmOut <= (cnt < duty);
    end
endmodule
`timescale 1ns / 1ps
module PWM_LED_Top(
    input   logic CLK100MHZ,
    output  logic [3:0] LED
    );
    PWM #(8) L0(.pwmClk(CLK100MHZ), .duty(10), .pwmOut(LED[0]));
    PWM #(8) L1(.pwmClk(CLK100MHZ), .duty(50), .pwmOut(LED[1]));
    PWM #(8) L2(.pwmClk(CLK100MHZ), .duty(127), .pwmOut(LED[2]));
    PWM #(8) L3(.pwmClk(CLK100MHZ), .duty(255), .pwmOut(LED[3]));
endmodule
$ cat flow/run.sh
#!/bin/bash
# OpenROAD 26Q1-2900-gdf79404cd8, Yosys 0.63+post, stock flow scripts
make -C /OpenROAD-flow-scripts/flow DESIGN_CONFIG=/design/flow/config.mk WORK_HOME=/design/flow/orfs finish
$ cat flow/config.mk
export PLATFORM = sky130hd
export DESIGN_NAME = PWM_LED_Top
export DESIGN_NICKNAME = PWM_LED_Top
export VERILOG_FILES = /design/flow/design.v
export SDC_FILE = /design/flow/constraint.sdc
export NUM_CORES = 4
export LEC_CHECK = 1
export CORE_AREA = 10 10 93 93
export DIE_AREA = 0 0 103 103
$ cat flow/constraint.sdc
current_design PWM_LED_Top

set clk_period 2.2
set clk_io_pct 0.2

create_clock -name clk0 -period $clk_period [get_ports {CLK100MHZ}]

set non_clock_inputs [all_inputs -no_clocks]
set_input_delay [expr $clk_period * $clk_io_pct] -clock clk0 $non_clock_inputs
set_output_delay [expr $clk_period * $clk_io_pct] -clock clk0 [all_outputs]
==> COMMIT_EDITMSG <==
Log flow metrics for this revision

* Result of the run: finished, final reports clean
- For the final database, setup skew stands at 7.93 ps.
- Total number of placement rows: 30
- Quantity of hold-fixing buffers added after cts: 0
* Arrival time at the worst endpoint: 1040 ps
- Setup repair after global routing missed its margin: false
- Cell count after synthesis: 108
- Worst setup slack after layout: 718 ps
- The type recorded for the worst min-delay path is reg -> reg.
- Worst r2r src: L0.cnt[0]$_DFF_P_
* Critical Path Sink Type: output port
- Final setup violation count: 0
- Clock tree synthesis inserted a total of 5 buffers.
- Worst-Skew Late Latency: 280 ps
- Post-route minimum period: 1480 ps
* Total die area: 0.0106 mm^2
* Placed Instances: 188
- Worst slew pin tran: 202 ps
- Number of antenna violations at the first check in global routing: 0
- The report lists the number of cells resized after CTS as 0.
* Area Growth Syn to Fin: 16.0%
* TritonCTS clock tree: yes
* Top library cells by usage in the layout, fill and taps aside: dfxtp_1, xnor2_1, xor2_1
- Post-placement worst setup slack: 1010 ps
- # clock sinks: 36
* Startpoint of the most critical hold path: L3.cnt[7]$_DFF_P_
* Final setup TNS: 0 ps
* Root buffer cell: clkbuf_8
- First DRT Iteration DRCs: 13
- Combined area of all synthesized cells: 0.00124 mm^2
- Crit path max fanout: 1
- Rel. slew slack: 0.864
* Portion of synthesized cell area occupied by the leading cell type: 0.582
- The placement summary gives the final routability congestion estimate as 0.745.
* Post-route insts no fill: 196
- Hold_ws: 395 ps
- According to the floorplan report, the die width is 103 um.
- Floorplan utilization: 0.183
* Ratio of final minimum period to clock period: 0.673
- Placeable core area: 0.00676 mm^2
- The critical path's slowest stage uses the library cell clkdlybuf4s50_1.
- Per the summary, power density relative to cell area is 765 mW/mm^2.
- Per the detail_route report, the via count comes to 684.
* Final Hold Fails: 0
* Wirelength, routed: 1460 um
- Maximum clock insertion buffer count: 2
- Most common library cell in the layout ignoring fill and taps: dfxtp_1
- Global routing finished with a remaining overflow of 0.
- Per STA, the worst path is made up of clkdlybuf4s50_1.
- Critical Path RT: 1760 ps
* Height of the chip: 103 um
- Final-layout fill cell count: 720
- Number of buffer and inverter instances along the worst setup path: 1
* Synth Warn #: 5
* Count of unique library cells instantiated by Yosys: 20
- MaxCap Viol Count: 0
- Across the VDD grid, the largest voltage drop is 0.178 mV.
- The final max-slew violation count recorded for this run is 0.
* Yosys Instances: 108
- In this run, synthesis produced a sequential element count of 36.
- Post-synthesis, Yosys gives the total cell area as 0.00124 mm^2.
- In the final routed layout, each cell accounts on average for 7.46 um.
* Pin count of the biggest net entering global routing: 13
* Critical path origin: L0.pwmOut$_DFF_P_
* Count of H-tree levels built during CTS: 2
- Area of the multi-input gates: 469 um^2
* Via count of the first global-routing pass: 593
- Crit-path max cell delay: 450 ps
- Pin placement for this block handled 5 I/O pins.
- Critical Path Source Type: flip-flop
- Clock-pin slew was measured on the worst setup and hold paths at 70 ps.
- The script logs the ratio of routed vias to standard cells as 3.49.
* Diodes inserted: 0
* Remaining DRCs: 0
* Leakage power total: 0.549 nW
- The critical path is of the reg -> out type.
- Cell class contributing the biggest share of worst-path delay: buffers and inverters
* Area leader, netlist: dfxtp_1
- Overall routing resource usage: 0.0299
- Fraction of layout instances using a drive strength above 1: 0.103
- Wire length of the first global-routing pass: 2590 um
- Post-synthesis average cell area: 11.5 um^2
- Of the synthesized area, sequential elements account for 0.582.
- The number of setup buffers added after CTS is 0.
* Biggest area cells: dfxtp_1, xnor2_1, xor2_1
* Max Clk Rate: 675 MHz
- Tally of OpenROAD warnings: 25
- The area taken by sequential standard cells is reported as 721 um^2.
- Port bufs: 4
- Once detail routing completed, the nets flagged for antenna violations numbered 0.
- In the log, the iteration count for the first detailed-route pass is 2.
- Note, the detailed placer reported a final HPWL of 1010 um.
==> sequential cells by signal, summed over array words and instances (netlist names) <==
register   flops
L0.cnt         8
L1.cnt         8
L2.cnt         8
L3.cnt         8
L0.pwmOut      1
L1.pwmOut      1
L2.pwmOut      1
L3.pwmOut      1
==> worst reg2reg max path: cells and delay by family, from the launching register on <==
family,cells,cell delay [ps]
flops,1,370
simple gates,2,300
fa+ha+maj,1,190
xor+xnor,1,130
==> layer usage <==
metal  GRT usage  share of wire
met1      0.0392           0.51
met4     0.00963          0.036
met2      0.0400           0.37
met5           0              0
met3      0.0176          0.078
==> through the flow <==
stage	utilization	total power, mW	area (um^2)
CTS	0.213	1.12	1440
finish	0.213	1.10	1440
global route	0.213	1.15	1440
floorplan	-	0.666	1240
global placement	0.200	0.666	1350
detailed placement	0.200	0.666	1350
==> report_power, final <==
| group | internal [mW] | total (mW) | switching (mW) |
|---|---|---|---|
| Sequential | 0.651 | 0.651 | 0 |
| Clock | 0.220 | 0.447 | 0.227 |
| Combinational | 0 | 0.000000212 | 0 |
| Total | 0.871 | 1.10 | 0.227 |
==> final timing paths <==
path                             to  cells past startpoint  slack, ps
hold / removal    L3.pwmOut$_DFF_P_                      1        400
setup / recovery             LED[0]                      1        720
hold reg to reg   L3.pwmOut$_DFF_P_                      1        400
setup reg to reg  L0.cnt[6]$_DFF_P_                      4       1110
==> synthesized netlist by cell type <==
cell / count
nand4_1: 2
buf_4: 4
nand3_1: 9
and3_1: 3
nor4_1: 1
and4_1: 2
and2_1: 1
dfxtp_1: 36
nor3_1: 1
a41oi_1: 1
nor3_2: 2
xor2_1: 10
nand2_1: 6
nor2_1: 3
nand3_2: 2
xnor2_1: 14
o311a_1: 1
inv_1: 5
ha_1: 4
o21ai_0: 1
==> final cells by class <==
type	instances	share of cell area
repair buffers	4	0.0279
well taps	80	0.0697
flip-flops and latches	36	0.502
clock inverters	3	0.0131
clock buffers	5	0.0479
multi-input cells	63	0.327
inverters	5	0.0131
==> cells by family (layout without fill, tap and decap cells) <==
| family | after synthesis | in the layout | share of synthesized area |
|---|---|---|---|
| flip-flops | 36 | 36 | 0.582 |
| AND/OR/NAND/NOR | 32 | 32 | 0.149 |
| XOR/XNOR | 24 | 24 | 0.170 |
| buffers and inverters | 9 | 17 | 0.0394 |
| adder cells (fa/ha/maj) | 4 | 4 | 0.0404 |
| AND-OR/OR-AND | 3 | 3 | 0.0192 |
No activity file was given, so power comes from the tool's default toggle rates.
